### flow/config.mk
export PLATFORM = sky130hd
export DESIGN_NAME = sobel_edge
export DESIGN_NICKNAME = sobel_edge
export VERILOG_FILES = /design/flow/design.v
export SDC_FILE = /design/flow/constraint.sdc
export NUM_CORES = 4
export LEC_CHECK = 1
export CORE_UTILIZATION = 50
### flow/constraint.sdc
current_design sobel_edge

set clk_period 15.4
set clk_io_pct 0.2

create_clock -name clk0 -period $clk_period

set non_clock_inputs [all_inputs -no_clocks]
set_input_delay [expr $clk_period * $clk_io_pct] -clock clk0 $non_clock_inputs
set_output_delay [expr $clk_period * $clk_io_pct] -clock clk0 [all_outputs]
### flow/design.v
module sobel_edge
(
	input wire sobel_en,
	input wire [2:0][2:0][7:0] comp_matrix,
	output reg output_pixel,
	output wire sobel_done
);
	reg signed[15:0] f1_x, f2_x, f3_x, f4_x;
	reg signed [15:0] f1_y, f2_y, f3_y, f4_y;
	reg signed [15:0] g1_x, g2_x, g3_x;
 	reg unsigned [15:0] g_x;
	reg signed [15:0] g1_y, g2_y, g3_y;
	reg unsigned [15:0] g_y;
	reg signed [15:0] gradient;
	reg tmp_done;
	always_comb begin	
		tmp_done = 1'b0;
		f1_x = (comp_matrix[2][0] ^ 16'b1111111111111111) + 1'b1;  
		f2_x = {7'b0000000, comp_matrix[1][2], 1'b0};	 
		f3_x = {7'b0000000, comp_matrix[1][0], 1'b0};	 
		f3_x = (f3_x[15:0] ^ 16'b1111111111111111) + 1'b1;
		f4_x = (comp_matrix[0][0] ^ 16'b1111111111111111) + 1'b1;  
		f1_y = {7'b0000000, comp_matrix[2][1], 1'b0};     
		f2_y = ({8'b00000000, comp_matrix[0][2]} ^ 16'b1111111111111111) + 1'b1;  
		f3_y = {7'b0000000, comp_matrix[0][1], 1'b0};	 
		f3_y = (f3_y[15:0] ^ 16'b1111111111111111) + 1'b1;
		f4_y = ({8'b00000000, comp_matrix[0][0]} ^ 16'b1111111111111111) + 1'b1;  
		g1_x = f1_x + f2_x;
		g2_x = f3_x + f4_x;
		g3_x = comp_matrix[2][2] + comp_matrix[0][2];
		g_x = g1_x + g2_x + g3_x;				 
		if (g_x[15] == 1'b1)
			g_x = (g_x[15:0] ^ 16'b1111111111111111) + 1'b1;
		else
			g_x = g_x[15:0];
		g1_y = f1_y + f2_y;
		g2_y = f3_y + f4_y;
		g3_y = comp_matrix[2][0] + comp_matrix[2][2];
		g_y = g1_y + g2_y + g3_y;				 
		if (g_y[15] == 1'b1)
			g_y = (g_y[15:0] ^ 16'b1111111111111111) + 1'b1;
		else
			g_y = g_y[15:0];
		gradient = g_y + g_x;
		if (gradient[15] == 1'b1)
			gradient = (gradient[15:0] ^ 16'b1111111111111111) + 1'b1;
		else
			gradient = gradient[15:0];
		if(gradient > 16'd127) begin
			output_pixel = 1'b1;
			tmp_done = 1;
		end else begin
			output_pixel = 1'b0;
			tmp_done = 1;
		end
	end
	assign sobel_done = tmp_done;
endmodule
### flow/run.sh
#!/bin/bash
# OpenROAD 26Q1-2900-gdf79404cd8, Yosys 0.63+post, stock flow scripts
make -C /OpenROAD-flow-scripts/flow DESIGN_CONFIG=/design/flow/config.mk WORK_HOME=/design/flow/orfs finish
==> out/results.tsv <==
metric	value	unit
fin crit period	14.59	ns
Synth Instances	680	
warnings from Yosys	1	
drt initial violations	206	
critical path's slowest cell	xnor2_1	
synthesized area	5223	µm²
via count	4571	
CP arrival	11.51	ns
Setup Fix Bufs, Post-CTS	0	
Avg Inst Size Synth	7.680	µm²
Final Hold Vio Count	0	
synth unique cells	62	
crit end category	primary output	
sequential area share after synthesis	0	%
vias per cell	5.260	
CP required	12.32	ns
Die Ht	104.2	µm
Flop area	0	µm²
Hold Path Class	primary input to primary output	
FP Util	52.46	%
first-pass GRT wire length	19320	µm
post-layout util	60.26	%
outcome	completed	
Crit Path Class	primary input to primary output	
FILL cells	892	
drc violations	0	
clock buffers	0	
CP Launch Type	primary input	
DP Area	5998	µm²
cells in synth_stat.txt	680	
CP Max Fanout	6	
max frequency	68.56	MHz
most used cell, CP	a21oi_1	
final critical-path setup slack	0.8135	ns
Post-DRT Antenna Nets	0	
Setup Slack @ Placement	0.8919	ns
Post-Route WL	10740	µm
gpl congestion	0.8622	
synth-to-layout area growth	14.85	%
maxcap violations	0	
Final Slew Violations	0	
Chip Area, Yosys	5223	µm²
Tool Warnings	43	
ant diodes	0	
total global-route track usage	21.75	%
layout cells sized above 1	2.853	%
CTS resizes	0	
Crit path max-delay family	AND-OR/OR-AND gates	
cts hold-fix bufs	0	
I/O Pins	75	
post-route setup TNS	0	ns
Die ar.	10860	µm²
first drt pass iteration count	4	
grt total ovfl	0	
die width	104.2	µm
Seq cells	0	
Design Area, Final	5998	µm²
num rows	36	
largest net degree at the start of global routing	13	
unrepaired setup endpoints after global routing	false	
initial antenna violation count	0	
setup violators final	0	
Tcrit/Tclk final	94.72	%
average wire per standard cell	12.36	µm
area of the core	9955	µm²
Buf/Inv on CP	5	
port buffer count	65	
Slew @ Worst Pin	0.6122	ns
slowest stage delay, CP	0.51	ns
DP HPWL	9789	µm
slew margin rel.	58.89	%
vias in the first global route	4447	
final timing paths:
kind                            start            to  slack [ns]  cells past startpoint
worst max-delay path  comp_matrix[16]  output_pixel        0.81                     34
worst min-delay path  comp_matrix[56]  output_pixel        8.14                     11
metal layers:
metal  track usage [%]  vias to the layer above  share of wire (%)
met5                 0                        -                  0
met4             3.367                        0                1.9
li1                  -                     2441                  -
met2             36.48                       87                 43
met3            0.5105                       12                3.3
met1             32.55                     2031                 51
cell usage in the layout, fill, tap and decap left out, drive strengths merged, types with 28 or more instances in the layout:
| cell type | instances |
|---|---|
| ha | 89 |
| inv | 125 |
| fa | 43 |
| xor2 | 32 |
| xnor2 | 52 |
| clkdlybuf4s50 | 65 |
| nand2 | 28 |
| a21oi | 52 |
| o21ai | 30 |
| nor2 | 47 |
cells in the mapped netlist (3+ instances only):
master / n / share of area [%]
nor3b_1: 4 / 0.58
o21bai_1: 9 / 1.3
fa_1: 43 / 16
a2111oi_0: 3 / 0.50
nor4b_1: 3 / 0.50
buf_2: 3 / 0.29
nor2_1: 47 / 3.4
o2111ai_1: 4 / 0.67
or3_1: 5 / 0.60
nand3_1: 14 / 1.3
a21oi_1: 52 / 5.0
mux2i_1: 5 / 0.96
and3_1: 3 / 0.36
nor4_1: 6 / 0.72
nand3b_1: 8 / 1.2
ha_1: 89 / 21
a21o_1: 14 / 2.0
a211oi_1: 8 / 1.2
a211oi_2: 3 / 0.72
o211ai_1: 3 / 0.43
o21ai_1: 3 / 0.29
nand2_1: 28 / 2.0
inv_1: 125 / 9.0
nand4_1: 8 / 0.96
clkbuf_1: 6 / 0.43
and2_1: 4 / 0.48
o21a_1: 5 / 0.72
xor2_1: 31 / 5.2
a31oi_1: 4 / 0.48
o21ai_0: 27 / 2.6
mux2_2: 3 / 0.65
nand2b_1: 6 / 0.72
xnor2_1: 52 / 8.7
nor3_1: 17 / 1.6
area by class of cell:
type	instances	area (µm²)	area share, %
Timing Repair Buffer	68	673.1	11.22
Tap cell	133	166.4	2.774
Multi-Input combinational cell	543	4690	78.18
Inverter	125	469.2	7.822
cell families after synthesis:
group | Yosys count | synth area share [%]
buf+inv | 137 | 10.21
other cells | 1 | 0.07180
fa+ha+maj | 132 | 37.81
simple gates | 166 | 16.53
xor+xnor | 84 | 14.23
mux | 8 | 1.605
compound gates | 152 | 19.55
tightest hold or removal path, cell delays in order:
cell and delay [ns]:
clkdlybuf4s50_1 0.48, ha_1 0.19, ha_1 0.18, nor2_1 0.05
nand4_1 0.13, or4_1 0.13, a211oi_1 0.07, o21ai_0 0.08
a2111o_1 0.10, mux2_2 0.13, clkdlybuf4s50_1 0.44
stage by stage:
step | instances | hold slack [ns]
4_1_cts | 869 | 8.160
3_3_place_gp | 869 | 8.160
5_1_grt | 869 | 8.268
6_report | 869 | 8.137
3_5_place_dp | 869 | 8.156
2_1_floorplan | 680 | 7.009
